--- flow/design.v ---
module alu(
    input var logic [9:0]alucontrol,
    input var logic aluneg,
    input var logic [31:0]D1,
    input var logic [31:0]D2,
    output var logic [31:0]aluout );
always_comb begin
    case (alucontrol[2:0])
        3'h0: case (aluneg)
                   1'b0: aluout = D1+D2;
                   1'b1: aluout = D1-D2;
               endcase
        3'h1: aluout = D1 << D2[4:0];
        3'h2: aluout = D1<D2 ? 32'b1:32'b0;  
        3'h3: aluout = D1<D2 ? 32'b1:32'b0;
        3'h4: aluout = D1^D2;
        3'h5: case (aluneg)
                   1'b0: aluout = D1>>D2[4:0];
                   1'b1: aluout = D1>>>D2[4:0];
               endcase
        3'h6: aluout = D1|D2;
        3'h7: aluout = D1&D2;
        default:;
    endcase
end
endmodule
--- flow/run.sh ---
#!/bin/bash
# OpenROAD 26Q1-2900-gdf79404cd8, Yosys 0.63+post, stock flow scripts
make -C /OpenROAD-flow-scripts/flow DESIGN_CONFIG=/design/flow/config.mk WORK_HOME=/design/flow/orfs finish
--- flow/config.mk ---
export PLATFORM = sky130hd
export DESIGN_NAME = alu
export DESIGN_NICKNAME = alu
export VERILOG_FILES = /design/flow/design.v
export SDC_FILE = /design/flow/constraint.sdc
export NUM_CORES = 4
export LEC_CHECK = 1
export CORE_UTILIZATION = 30
--- flow/constraint.sdc ---
current_design alu

set clk_period 11.4
set clk_io_pct 0.2

create_clock -name clk0 -period $clk_period

set non_clock_inputs [all_inputs -no_clocks]
set_input_delay [expr $clk_period * $clk_io_pct] -clock clk0 $non_clock_inputs
set_output_delay [expr $clk_period * $clk_io_pct] -clock clk0 [all_outputs]
==> README.md <==
| Result | Reported |
|:---|:---|
| Port Buffers | 100 |
| Die height | 166 um |
| Warning count from the yosys run | 1 |
| Gate count of the mapped netlist | 1232 |
| First-pass GRT wire length | 56900 um |
| Layout sequential cell count | 0 |
| Most common logic cells in the final layout | o21ai_0 (148), inv_1 (115), a21oi_1 (111), nor2_1 (108), nand2_1 (107) |
| Fmax achieved | 0.110 GHz |
| Slew Limit Fails | 0 |
| YS chip area | 0.00804 sq mm |
| Endpoint required time on the critical path | 9120 ps |
| Critical path cell sequence | clkdlybuf4s50_1 -> inv_1 -> ha_1 -> inv_1 -> nor3_1 -> o211ai_1 -> a41oi_2 -> o311ai_2 -> o41ai_2 -> a31oi_1 -> nor4b_2 -> a311o_1 -> clkdlybuf4s50_1 |
| Fin Setup TNS | 0 ps |
| Post-cts hold-fix buffer tally | 0 |
| Clock tree buffer count of the final layout | 0 |
| Share of cells above drive strength 1 | 6.34% |
| Final Setup Violations | 0 |
| Final Wtd Congestion | 0.990 |
| P_leak | 3.88 nW |
| Hold_ws | 5730 ps |
| Die W | 166 um |
| Ant. Diodes | 0 |
| GRT overflow | 0 |
| Slew of the pin with the lowest slew margin | 973 ps |
| Ratio of total power to cell area | 53.1 mW/mm^2 |
| Cycle use final | 79.9% |
| Setup Crit Path Kind | in -> out |
| Slowest Stage Delay on Critical Path | 780 ps |
| Post-CTS Repair Setup Buffers | 0 |
| Post-CTS Resized | 0 |
| Slew margin rel. | 35.2% |
| Worst Slack Setup Final | 2300 ps |
| Critical path launch point type | input port |
| Pin count of the biggest net entering global routing | 55 |
| Number of core rows | 59 |
| Switching power total | 0.299 mW |
| Post-layout instance area | 0.00922 sq mm |
| DRC viols | 0 |
| Post-placement worst setup slack | 2480 ps |
| Tmin final | 9100 ps |
| Per-instance average area after synthesis | 6.52 sq um |
| Largest vdd supply drop | 20.0 uV |
| Routed wirelength normalized by instance count | 23.8 um |
| Slowest CP cell | clkdlybuf4s50_1 |
| Final Hold Violation Tally | 0 |
| Total length of routed wires | 38100 um |
| Unrepaired setup endpoints after global routing | no |
| Result of the run | completed |
| OpenROAD warning count | 104 |
| Util after Layout | 35.3% |
| Share of total power in combinational logic | 100.0% |
| Post-synthesis sequential area ratio | 0% |
| Crit path max-delay family | buffers and inverters |
| Worst Path Buf+Inv | 4 |
| Total half-perimeter wirelength after legalization and detailed placement | 30300 um |
| Area occupied by registers | 0 sq um |
| Number of unique standard cell types used by synthesis | 74 |
| Placement Cell Area | 0.00922 sq mm |
| Number of global-route vias before repair | 9031 |
| Total iterations of the first detailed-routing run | 23 |
| Number of antenna violations at the first check in global routing | 1 |
| Area Growth Syn to Fin | 14.7% |
| Cells in synth_stat.txt | 1232 |
| Fp util | 30.7% |
| Largest fanout on the critical path | 10 |
| Core footprint | 0.0261 sq mm |
| Commonest non-fill, non-tap cell in the layout | o21ai_0 |
| Number of max-capacitance violations reported | 0 |
| Number of top-level design ports | 107 |
| Int Power | 0.190 mW |
| Share of power burned in registers | 0% |
| Antenna-violating nets left | 0 |
| Fraction of power spent switching nets | 61.1% |
| Count of vias placed by the detailed router | 9698 |
| Fill cell instance count of the final layout | 2897 |
| Die Size | 0.0274 sq mm |
| Clk network pwr share | 0% |
| 1st-iter DRT viols | 972 |
| Critical path capture point type | output pin |
| Area of the mapped netlist | 0.00804 sq mm |
| Via density per instance | 6.07 |
| All-Layer GR Usage | 27.5% |
| Data arrival, critical path | 6820 ps |
| Worst Hold Class | in -> out |
-- cells by family after synthesis --
| group | after synthesis | share of synthesized area, % |
|---|---|---|
| AOI/OAI and AO/OA | 464 | 36.9 |
| xor gates and xnor gates | 25 | 2.73 |
| adders and majority gates | 99 | 15.6 |
| buffers and inverters | 208 | 10.1 |
| muxes | 109 | 16.4 |
| and+or+nand+nor | 327 | 18.3 |
-- cells in the mapped netlist, drive strengths merged, types with 19 or more instances --
cell	count	area (sq um)
a211oi	19	153
a21oi	112	564
a22oi	31	233
buf	38	170
clkbuf	52	195
ha	97	1210
inv	116	435
mux2i	83	831
nand2	108	408
nand3	22	115
nor2	109	409
nor3	25	125
o21ai	149	749
xnor2	22	193
-- worst paths after layout --
check	depth (start not counted)	slack, ps	end	from
min	5	5730	aluout[6]	D2[3]
max	13	2300	aluout[29]	D1[14]
-- power by group through the flow --
stage,Clock (mW),Sequential (mW),Combinational [mW]
4_1_cts,0,0,0.480
5_1_grt,0,0,0.526
6_report,0,0,0.489
-- metrics by stage --
stage	total power, mW	std cells
after floorplan	0.296	1232
final	0.489	1597
after CTS	0.480	1597
after global placement	0.481	1597
after detailed placement	0.477	1597
after global routing	0.526	1597
-- layout make-up --
| type | instances | area [sq um] | share of cell area [%] |
|---|---|---|---|
| Inverter | 118 | 443 | 4.80 |
| Multi-Input combinational cell | 1024 | 7230 | 78.5 |
| Tap cell | 335 | 419 | 4.55 |
| Timing Repair Buffer | 120 | 1120 | 12.2 |
-- routing by layer --
metal | GRT usage [%] | wire length (um) | vias to the layer above | share of wire [%]
met5 | 0 | 14 | - | 0.037
met4 | 4.06 | 618 | 2 | 1.6
met2 | 43.0 | 17000 | 446 | 45
li1 | - | - | 4560 | -
met1 | 40.5 | 17200 | 4649 | 45
met3 | 4.65 | 3170 | 41 | 8.3
Power and IR drop assume default switching activity.
