`flow/design.v`:
```
module controller(
    input var logic [4:0]opcode,
    input var logic [2:0]funct3,
    input var logic [6:0]funct7,
    output var logic regWE,
    output var logic outmem,
    output var logic aluneg,
    output var logic isImm,
    output var logic [1:0]immtype,
    output var logic brImmType,
    output var logic pcsr,
    output var logic isoutr1,
    output var logic isbr,
    output var logic isjal,
    output var logic iswb,
    output var logic pcWE,
    output var logic rwmem,
    output var logic memWE,
    output var logic [3:0]byteena,
    output var logic [9:0]alucontrol,
    output var logic exaluEnable,
    output var logic exaluImm,
    output var logic exaluInsert,
    output var logic exaluD2Insert,
    output var logic [2:0]extensionModuleSelect,
    output var logic isEnableR2XD,
    output var logic isEnableXD2R,
    output var logic directmmuInsert,
    output var logic usingDirectImmIn,
    output var logic reg256WE
);
always_comb begin
        exaluEnable = 1'b0;
        exaluImm = 1'b0;
        exaluInsert = 1'b0;
        exaluD2Insert = 1'b0;
        isEnableR2XD = 1'b0;
        isEnableXD2R = 1'b0;
        reg256WE = 1'b0;
        brImmType = 1'b0;
        directmmuInsert = 1'b0;
        usingDirectImmIn = 1'b0;
    case (opcode)
        5'b01100: begin
            regWE = 1'b1;
            outmem = 1'b0;
            aluneg = funct7[6];
            isImm = 1'b0;
            immtype = 2'b0;
            pcsr = 1'b1;
            isoutr1 = 1'b0;
            isbr = 1'b0;
            isjal = 1'b0;
            iswb = 1'b0;
            pcWE = 1'b1;
            rwmem = 1'b0;
            memWE = 1'b0;
            byteena = 4'b0000;
            alucontrol = {7'b0,funct3};
            extensionModuleSelect = 3'b0;
        end
        5'b11001: begin
            regWE = 1'b0;
            outmem = 1'b0;
            aluneg = 1'b0;
            isImm = 1'b1;
            immtype = 2'b0;
            pcsr = 1'b0;
            isoutr1 = 1'b0;
            isbr = 1'b0;
            isjal = 1'b0;
            iswb = 1'b0;
            pcWE = 1'b1;
            rwmem = 1'b0;
            memWE = 1'b0;
            byteena = 4'b0000;
            alucontrol = 10'b0;
            extensionModuleSelect = 3'b0;
        end
        5'b11000: begin
            regWE = 1'b0;
            outmem = 1'b0;
            aluneg = 1'b1;
            isImm = 1'b0;
            immtype = 2'b0;
            brImmType = 1'b1;
            pcsr = 1'b0;
            isoutr1 = 1'b1;
            isbr = 1'b1;
            isjal = 1'b0;
            iswb = 1'b0;
            pcWE = 1'b1;
            rwmem = 1'b0;
            memWE = 1'b0;
            byteena = 4'b0000;
            alucontrol = 10'b0;
            extensionModuleSelect = 3'b0;
        end
        5'b01000: begin
            regWE = 1'b0;
            outmem = 1'b1;
            aluneg = 1'b0;
            isImm = 1'b1;
            immtype = 2'b1;
            pcsr = 1'b1;
            isoutr1 = 1'b0;
            isbr = 1'b0;
            isjal = 1'b0;
            iswb = 1'b1;
            pcWE = 1'b1;
            rwmem = 1'b1;
            memWE = 1'b1;
            byteena = funct3==3'b000 ? 4'b0001 : funct3==3'b001 ? 4'b0011 : funct3==3'b010 ? 4'b1111 : 4'b0000;
            alucontrol = 10'b0;
            extensionModuleSelect = 3'b0;
        end
        5'b00000: begin
            regWE = 1'b1;
            outmem = 1'b1;
            aluneg = 1'b0;
            isImm = 1'b1;
            immtype = 2'b0;
            pcsr = 1'b1;
            isoutr1 = 1'b0;
            isbr = 1'b0;
            isjal = 1'b1;
            iswb = 1'b0;
            pcWE = 1'b1;
            memWE = 1'b0;
            rwmem = 1'b1;
            byteena = funct3==3'b000 ? 4'b0001 : funct3==3'b001 ? 4'b0011 : funct3==3'b010 ? 4'b1111 : 4'b0000;
            alucontrol = 10'b0;
            extensionModuleSelect = 3'b0;
        end
        5'b00100: begin
            regWE = 1'b1;
            outmem = 1'b0;
            aluneg = 1'b0;
            isImm = 1'b1;
            immtype = 2'b0;
            pcsr = 1'b1;
            isoutr1 = 1'b0;
            isbr = 1'b0;
            isjal = 1'b0;
            iswb = 1'b0;
            pcWE = 1'b1;
            rwmem = 1'b0;
            memWE = 1'b0;
            byteena = 4'b0000;
            alucontrol = {7'b0, funct3};
            extensionModuleSelect = 3'b0;
        end
        5'b11011: begin
            regWE = 1'b0;
            outmem = 1'b0;
            aluneg = 1'b0;
            isImm = 1'b0;
            immtype = 2'b0;
            pcsr = 1'b0;
            isoutr1 = 1'b0;
            isbr = 1'b1;
            isjal = 1'b1;
            iswb = 1'b0;
            pcWE = 1'b1;
            rwmem = 1'b0;
            memWE = 1'b0;
            byteena = 4'b0000;
            alucontrol = 10'b0;
            extensionModuleSelect = 3'b0;
        end
        5'b00010: begin
            regWE = funct3==3'd3;
            outmem = funct3==3'd5;
            aluneg = 1'b0;
            isImm = 1'b0;
            immtype = 2'b0;
            pcsr = 1'b1;
            isoutr1 = 1'b1;
            isbr = 1'b1;
            isjal = 1'b0;
            iswb = 1'b0;
            pcWE = 1'b1;
            rwmem = 1'b0;
            memWE = 1'b0;
            byteena = funct3==3'd5 ? 4'b0001 : 4'b0000;
            alucontrol = funct3==3'd5 ? 10'd0 : 10'd0 ;
            exaluEnable = 1'b1;
            exaluImm = 1'b0;
            exaluInsert = funct3==3'd5|funct3==3'd3;
            exaluD2Insert = funct3==3'd3;
            extensionModuleSelect = funct3;
            isEnableXD2R = funct3==3'd3;
            reg256WE = funct3==3'd4|funct3==3'd1|funct3==3'd2|funct3==3'd5|funct3==3'd7;
            directmmuInsert = funct3==3'd5;
            isEnableR2XD = funct3==3'd4;
        end
        5'b01010: begin
            regWE = 1'b0;
            outmem = funct3==3'd5;
            aluneg = 1'b0;
            isImm = 1'b1;
            immtype = 2'b0;
            pcsr = 1'b1;
            isoutr1 = 1'b1;
            isbr = 1'b1;
            isjal = 1'b0;
            iswb = 1'b0;
            pcWE = 1'b1;
            rwmem = 1'b0;
            memWE = 1'b0;
            byteena = funct3==3'd5 ? 4'b0001 : 4'b0000;
            alucontrol = 10'b0;
            exaluEnable = 1'b1;
            exaluImm = funct3==3'd3|funct3==3'd0;
            exaluInsert = funct3==3'd5|funct3==3'd3|funct3==3'd0;
            extensionModuleSelect = funct3;
            isEnableXD2R = funct3==3'd3;
            reg256WE = funct3==3'd4|funct3==3'd1|funct3==3'd2|funct3==3'd5|funct3==3'd0;
            isEnableR2XD = funct3==3'd4;
            usingDirectImmIn = funct3==3'd5;
        end
        default: begin
            regWE = 1'b0;
            outmem = 1'b0;
            aluneg = 1'b0;
            isImm = 1'b0;
            immtype = 2'b0;
            pcsr = 1'b1;
            isoutr1 = 1'b0;
            isbr = 1'b0;
            isjal = 1'b1;
            iswb = 1'b0;
            pcWE = 1'b1;
            rwmem = 1'b0;
            memWE = 1'b0;
            byteena = 4'b0000;
            alucontrol = 10'b0;
            extensionModuleSelect = 3'b0;
        end
        endcase
end
endmodule
```
`flow/run.sh`:
```
#!/bin/bash
# OpenROAD 26Q1-2900-gdf79404cd8, Yosys 0.63+post, stock flow scripts
make -C /OpenROAD-flow-scripts/flow DESIGN_CONFIG=/design/flow/config.mk WORK_HOME=/design/flow/orfs finish
```
`flow/config.mk`:
```
export PLATFORM = sky130hd
export DESIGN_NAME = controller
export DESIGN_NICKNAME = controller
export VERILOG_FILES = /design/flow/design.v
export SDC_FILE = /design/flow/constraint.sdc
export NUM_CORES = 4
export LEC_CHECK = 1
export CORE_AREA = 10 10 70 70
export DIE_AREA = 0 0 80 80
```
`flow/constraint.sdc`:
```
current_design controller

set clk_period 3.5
set clk_io_pct 0.2

create_clock -name clk0 -period $clk_period

set non_clock_inputs [all_inputs -no_clocks]
set_input_delay [expr $clk_period * $clk_io_pct] -clock clk0 $non_clock_inputs
set_output_delay [expr $clk_period * $clk_io_pct] -clock clk0 [all_outputs]
```
==> results.ini <==
[synth]
ys_sh_aoi_pct=20.5
top_area_cell=buf_4
ys_sh_mux_pct=0
synth_top_area_share_pct=18.9
topCellsByArea=buf_4 (19%), nor2_1 (6.3%), nor3_1 (5.2%)
syn-cell-area_um2=477
synth-area-yosys_um2=477
yosysSeqAreaShare_pct=0
synth_area_per_cell_um2=5.89
yosysUniqueCellTypes=32
xor_area_share_pct=3.67
yosysMostFrequentCell=buf_4
logic_family=simple AND/OR/NAND/NOR gates
ys_cells=81
yosysWarnings=1
top_cells_by_count=buf_4 (12), nor2_1 (8), inv_1 (6)
ys_sh_simple_pct=42.3
postSynthCellCount=81
adder_share_pct=0

[final_timing]
clock.fmax_mhz=304
finalHoldViolCount=0
fin_crit_ns=3.28
final-setup-viol-count=0
finalClockPeriodUsage_pct=93.8
holdWs_ns=2.48
drv_slew=0
tns_ns=0
rsz0062_at_grt=no

[global_route]
grt_use_total_pct=5.22
grt_pass1_vias=565
grt_overflow=0
grt_pass1_wl_um=2810
grt_max_degree=13
antenna_found_initial=0

[layout]
final-comb-area_um2=350
regArea_um2=0
flop-count=0
drive_gt1_share_pct=8.70
num-clock-buffers=0
fill_cells=380
area_growth_pct=85.8
stdcell_count=161
fin_area_um2=886

[worst_setup_path]
crit_chain=clkdlybuf4s50_1 -> or4_4 -> nor4b_1 -> clkdlybuf4s50_1
cp_max_fo=5
end_kind=primary output
crit_slowest_cell=or4_4
cpLargestDelayFamily=buffers and inverters
max_stage_delay_ns=0.58
critPathArrivalTime_ns=2.58
cpMostUsedCell=clkdlybuf4s50_1
start_kind=input pin
critical_path_class=input pin to primary output
cp.required_ns=2.80
path_buffers=2

[placed_design]
dp.cells=161
gp_congestion=0.723
hpwl_um=1680
port_buffers=41
placed_cell_area_um2=886

[pwr]
vdd_drop_max_mv=0.0199
p_sw_mw=0.0251
p_int_mw=0.0354
pwr-share-clk_pct=0
switching_share_pct=41.5
sequentialPowerShare_pct=0
comb_power_share_pct=100.0
power.density_mw_per_mm2=68.2
p_leak_nw=0.370

[job]
warnings=38
drv_cap=0

[floorplanning]
ioPinCount=56
die-area_mm2=0.00640
rows=21
initCoreUtil_pct=14.0
die.size.y_um=80
die_x_um=80
core_mm2=0.00342

[drt]
wire_per_inst_um=12.0
n_antenna_cell=0
ant_nets=0
wl_um=1930
drt_iter0_drc=37
vias=603
drc=0
via_per_inst=3.75
dr.pass1.iters=4

[worst_hold_path]
min_path_type=input pin to primary output

[status]
outcome=finished, final reports clean

[clocking]
cts-hold-fix-buffers=0

-- final timing paths --
kind / end / start / slack, ns / depth (start not counted)
worst min-delay path: rwmem / opcode[2] / 2.48 / 4
worst max-delay path: byteena[3] / opcode[4] / 0.22 / 4
-- repair_timing --
action / CTS / global route
setup buffers: 0 / 0
setup endpoints to repair: 0 / 3
resized: 0 / 1
-- logic make-up (layout without fill, tap and decap cells) --
logic type,after synthesis,in the layout
xor gates and xnor gates,2,2
AOI/OAI and AO/OA,14,14
and+or+nand+nor,37,37
other,2,9
buffers and inverters,26,53
-- per-layer routing --
metal  up-vias  track usage, %  share of wire (%)
met3         0            2.61                 14
met4         0               0                  0
li1        322               -                  -
met2        30            7.70                 42
met1       251            7.05                 44
met5         -               0                  0
-- power groups by stage --
stage                 clock network (mW)  registers [mW]  logic (mW)
after CTS                              0               0      0.0616
final                                  0               0      0.0604
after global routing                   0               0      0.0674
-- cells in the final DEF (no fill, tap or decap), types with 5 or more instances in the layout --
master	n
buf_4	6
clkdlybuf4s50_1	41
conb_1	9
inv_1	5
nand2_1	5
nor2_1	8
nor3_1	5
-- final cells by class --
| cell class | count | share of cell area [%] |
|---|---|---|
| inverters | 6 | 2.54 |
| multi-input cells | 62 | 39.5 |
| well taps | 46 | 6.50 |
| repair buffers | 47 | 51.4 |
-- stage by stage --
stage                     setup slack (ns)  utilization [%]  power [mW]
final                                0.215             25.9      0.0604
after global routing                0.0661             25.9      0.0674
after CTS                            0.156             25.9      0.0616
after detailed placement             0.149             25.9      0.0612
after global placement               0.179             25.9      0.0608
after floorplan                       1.07                -      0.0349
Power is estimated from default activity; no workload was simulated.
