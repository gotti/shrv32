==> ./design.v <==
module brcontroller(
    input var logic [31:0]cond,
    input var logic [2:0]funct3,
    input var logic [31:0]pc,
    input var logic [31:0]offset,
    output var logic [31:0]out
);
logic [31:0] added;
always_comb begin
    out = pc+4;
    added = pc+offset;
    case (funct3)
        3'b000: begin  
            if(cond==32'b0) begin
                out = added;
            end
        end
        3'b001: begin  
            if(cond!=32'b0) begin
                out = added;
            end
        end
        3'b100: begin  
            if(cond[31]==1'd1) begin
                out = added;
            end
        end
        3'b101: begin  
            if(cond[31]==1'd0) begin
                out = added;
            end
        end
        3'b110: begin  
            if(cond[31]==1'd1) begin
                out = added;
            end
        end
        3'b111: begin  
            if(cond[31]==1'd0) begin
                out = added;
            end
        end
        default : begin
        end
    endcase
end
endmodule
==> ./run.sh <==
#!/bin/bash
# OpenROAD 26Q1-2900-gdf79404cd8, Yosys 0.63+post, stock flow scripts
make -C /OpenROAD-flow-scripts/flow DESIGN_CONFIG=/design/flow/config.mk WORK_HOME=/design/flow/orfs finish
==> ./config.mk <==
export PLATFORM = sky130hd
export DESIGN_NAME = brcontroller
export DESIGN_NICKNAME = brcontroller
export VERILOG_FILES = /design/flow/design.v
export SDC_FILE = /design/flow/constraint.sdc
export NUM_CORES = 4
export LEC_CHECK = 1
export CORE_AREA = 10 10 109 109
export DIE_AREA = 0 0 119 119
==> ./constraint.sdc <==
current_design brcontroller

set clk_period 22.4
set clk_io_pct 0.2

create_clock -name clk0 -period $clk_period

set non_clock_inputs [all_inputs -no_clocks]
set_input_delay [expr $clk_period * $clk_io_pct] -clock clk0 $non_clock_inputs
set_output_delay [expr $clk_period * $clk_io_pct] -clock clk0 [all_outputs]
==> flow_metrics.rpt <==
IMPLEMENTATION SUMMARY REPORT
----------------------------------------------------
[Outcome]
  Outcome ........................ complete, no violations

[GRT]
  Vias in the first global route ........................ 3150
  Global-route usage over all layers ........................ 0.128
  Pin count of the biggest net entering global routing ........................ 54
  Wire length of the first global-routing pass ........................ roughly 16 mm
  Total gr overflow ........................ 0
  Initial antenna violation count ........................ 0

[Critical path]
  Arrival time of the worst setup path ........................ approximately 7800 ps
  Critical Setup Path Class ........................ primary input to output pin
  Worst path max stage delay ........................ between 500 and 600 ps
  Top fanout value on the critical path ........................ 5
  CP most frequent cell ........................ sky130_fd_sc_hd__clkdlybuf4s50_1
  Slowest cell on the critical path ........................ sky130_fd_sc_hd__clkdlybuf4s50_1
  Required time at the worst-slack endpoint ........................ about 18000 ps
  Family with the most delay on the worst path ........................ AND-OR/OR-AND gates
  Number of buffer and inverter instances along the worst setup path ........................ 3
  Startpoint of the worst setup timing path ........................ pc[0]
  Category of the worst setup path launch point ........................ primary input
  Cell chain of the critical path ........................ clkdlybuf4s50_1 > ha_1 > inv_1 > fa_1 > nor2b_1 > o21ai_1 > a21boi_1 > o21a_1 > a211oi_4 > o21ai_2 > and2_4 > o21ai_0 > a221oi_1 > clkdlybuf4s50_1
  Endpoint kind of the worst setup timing path ........................ output pin

[Routing]
  Wirelength, routed ........................ 9.29 mm
  Residual DRC ........................ 0
  Number of antenna repair diodes ........................ 0
  Drt initial violations ........................ roughly 89
  Count of vias placed by the detailed router ........................ 3118
  Antenna-violating nets left ........................ 0
  Pre-Repair DR Iteration Count ........................ 4
  Via density per instance ........................ around 5
  Routed wire per std cell ........................ 14.7 um

[Run]
  Number of warnings in the stage logs ........................ 32
  Number of violations of the max-capacitance limit ........................ 0

[Place]
  Placement-stage worst setup slack ........................ 10050 ps
  Count of input and output buffers ........................ between 100 and 150
  Placed Cells incl. Taps ........................ roughly 630
  Routability-driven placement congestion ratio ........................ 0.875
  Detailed Place HPWL ........................ 8.10 mm

[Synthesis]
  Post-synthesis chip area from yosys ........................ between 0.002 and 0.003 mm^2
  Average cell area after synthesis ........................ around 6.7 um^2
  Post-Synthesis Cells ........................ around 370
  Largest area contributor in the synthesized netlist ........................ sky130_fd_sc_hd__ha_1
  Library cell with the highest instance count after synthesis ........................ sky130_fd_sc_hd__nor2_1
  Synth Seq Share ........................ 0
  Yosys stat cell total ........................ between 300 and 400
  Top area cells in the synthesized netlist ........................ sky130_fd_sc_hd__ha_1, sky130_fd_sc_hd__xnor2_1, sky130_fd_sc_hd__xor2_1
  Warnings, synthesis ........................ 1
  Total standard cell area after synthesis ........................ 0.00250 mm^2
  Number of distinct standard cells referenced by the synthesized netlist ........................ around 61
  Post-synth top cells ........................ sky130_fd_sc_hd__nor2_1, sky130_fd_sc_hd__ha_1, sky130_fd_sc_hd__nand2_1
  Area share of the leading cell type in the synthesized netlist ........................ 0.160

[Final timing]
  Pin slew with the least headroom to its limit ........................ about 590 ps
  Sum Neg Setup Slack ........................ 0 ps
  Final tally of hold violations ........................ 0
  Setup-violating endpoint count in the final report ........................ 0
  Max-slew violations ........................ 0
  RSZ-0062 raised after global routing ........................ false
  Final critical-path required period ........................ 12320 ps
  Final Worst Setup Slack ........................ just over 10000 ps
  Slew headroom ........................ 0.608
  Period utilisation layout ........................ 0.550
  Maximum clock rate ........................ about 81 MHz

[Final layout]
  Area occupied by registers ........................ 0 um^2
  Number of clock buffers in the layout ........................ 0
  Share of layout cells above drive strength 1 ........................ 0.0302
  Combinational gate area ........................ about 0.0024 mm^2
  Flops ........................ 0
  Count of placed standard cells in the final layout, fillers left out ........................ 630
  Number of fillers in the final layout ........................ 995
  Layout area overhead ........................ 58.4%

[CTS]
  Number of gates resized after cts ........................ 0
  Post-CTS Hold Buffers ........................ 0
  Number of setup buffers added after CTS ........................ 0

[Floorplan]
  Chip width ........................ around 120 um
  Fp_density ........................ 0.260
  Placeable core region ........................ 0.00964 mm^2
  Number of placed I/O pins ........................ about 130
  Die Y-Extent ........................ 119 um
  Row count ........................ 36
  Overall chip area ........................ around 0.014 mm^2

[Pwr]
  Cell leakage power ........................ approximately 1.6 nW
  Largest vdd supply drop ........................ about 11 uV
  P per Cell Area ........................ around 25 mW/mm^2

[Min path]
  Launch point of the worst hold path ........................ pc[31]
  Type of the tightest min-delay check ........................ primary input to output pin

----------------------------------------------------
where the power goes:
group	switching (mW)	internal (mW)
sequential	0	0
combinational	0.0432	0.0561
clock	0	0
layout by cell type, fill, tap and decap left out, drive strengths merged, types with 14 or more instances in the layout:
| master | instances |
|---|---|
| inv | 14 |
| xnor2 | 25 |
| nor2 | 42 |
| xor2 | 23 |
| a21o | 19 |
| o21ai | 32 |
| nand2 | 30 |
| nand3 | 19 |
| clkdlybuf4s50 | 131 |
| a21oi | 30 |
| ha | 32 |
cell families (layout without fill, tap and decap cells):
group | after synthesis | in the layout | share of synthesized area
buf+inv | 21 | 146 | 0.0330
compound gates | 114 | 114 | 0.309
fa+ha+maj | 33 | 33 | 0.168
mux | 4 | 4 | 0.0165
simple gates | 152 | 152 | 0.306
xor+xnor | 48 | 48 | 0.168
layer usage:
layer	part of all wire	track usage	vias up
met2	0.43	0.204	100
met3	0.046	0.0173	0
met5	0	0	-
li1	-	-	1641
met4	0	0	0
met1	0.53	0.191	1377
layout make-up:
type	count	area share
multi-input combinational	351	0.613
tap	133	0.0419
inverter	14	0.0132
timing repair buffer	132	0.332
path summary, 6_finish.rpt:
path                  depth (start not counted)      end  slack, ps
worst min-delay path                          3  out[31]       9900
worst max-delay path                         14  out[28]      10080
stage by stage:
step	power (mW)	util	area, um^2	hold WS [ps]
global route	0.111	0.412	3970	9940
finish	0.0992	0.412	3970	9900
detailed placement	0.0997	0.412	3970	9910
global placement	0.0998	0.412	3970	9910
CTS	0.100	0.412	3970	9910
floorplan	0.0503	-	2500	8990
Power figures rest on the tool's default switching activity, not on a simulated workload.
